==> design/flow/design.v <==
typedef struct packed {
	logic [2:0] funct3;
	logic	valid;
	logic		instruction_length;
	logic [4:0] rs1_index;
	logic [4:0] rs2_index;
	logic [4:0] rd_index;
	logic [1:0] alu_op1_src;	 
	logic alu_op2_src;	 
	logic [1:0] rd_select;	 
	logic sign;	 
	logic branch;		 
	logic branch_if_zero;	 
	logic jump;		 
	logic jalr;		 
	logic lui;	 
	logic auipc;	 
	logic u_type;	 
	logic rf_write_en;
	logic mem_write_en;
	logic [1:0] instruction_type;
	logic alloc_rob_entry;
	logic alloc_ldq_entry;
	logic alloc_stq_entry;
	logic fold;
	logic [1:0] op1_src;
	logic [1:0] op2_src;
} control_signal_bus;
module alu #(parameter XLEN=32) (
	input logic [XLEN-1:0] a,
	input logic [XLEN-1:0] b,	 
	input logic [2:0] funct3,
	input logic sign,	 
	output logic [XLEN-1:0] result,	 
	output logic zero		 
	);
	logic [XLEN-1:0] sum;	 
	logic [XLEN-1:0] right_shift;	 
	logic [XLEN-1:0] _xor;
	logic [XLEN-1:0] _or;
	logic [XLEN-1:0] _and;
	assign sum = a + (sign ? -b : b);
	assign right_shift = sign
			? $signed($signed(a) >>> b[4:0])	 
			: (a >> b[4:0]);			 
	assign _xor = a ^ b;
	assign _or = a | b;
	assign _and = a & b;
	always_comb
		case (funct3)
			3'b000:	result = sum;			 
			3'b001: result = a << b[4:0];		 
			3'b010: result = ($signed(a) < $signed(b)) ? 1 : 0;	 
			3'b011: result = (a < b) ? 1 : 0;	 
			3'b100: result = _xor;			 
			3'b101: result = right_shift;		 
			3'b110: result = _or;			 
			3'b111: result = _and;			 
		endcase
	assign zero = (result == 0);
endmodule
==> design/flow/run.sh <==
#!/bin/bash
# OpenROAD 26Q1-2900-gdf79404cd8, Yosys 0.63+post, stock flow scripts
make -C /OpenROAD-flow-scripts/flow DESIGN_CONFIG=/design/flow/config.mk WORK_HOME=/design/flow/orfs finish
==> design/flow/config.mk <==
export PLATFORM = sky130hd
export DESIGN_NAME = alu
export DESIGN_NICKNAME = alu
export VERILOG_FILES = /design/flow/design.v
export SDC_FILE = /design/flow/constraint.sdc
export NUM_CORES = 4
export LEC_CHECK = 1
export CORE_UTILIZATION = 40
==> design/flow/constraint.sdc <==
current_design alu

set clk_period 20.4
set clk_io_pct 0.2

create_clock -name clk0 -period $clk_period

set non_clock_inputs [all_inputs -no_clocks]
set_input_delay [expr $clk_period * $clk_io_pct] -clock clk0 $non_clock_inputs
set_output_delay [expr $clk_period * $clk_io_pct] -clock clk0 [all_outputs]
==> results.sh <==
# physical design summary
export IMPL_outcome="finished clean"
export IMPL_wire_per_inst_um=26.68
export IMPL_row_count=54
export IMPL_capturing_instance_or_port_of_the_critical_path="zero"
export IMPL_grt_pass1_vias=9762
export IMPL_cell_family_with_most_cp_delay="simple AND/OR/NAND/NOR gates"
export IMPL_final_cell_mix="sky130_fd_sc_hd__ha_1 (132), sky130_fd_sc_hd__nand2_1 (129), sky130_fd_sc_hd__nor2_1 (118), sky130_fd_sc_hd__a21oi_1 (107), sky130_fd_sc_hd__clkdlybuf4s50_1 (95)"
export IMPL_timing_final_max_slew_violations=0
export IMPL_fmax_mhz=68.15
export IMPL_postCtsSetupBuffers=0
export IMPL_rsz0062_at_grt="no"
export IMPL_n_fill_cell=2313
export IMPL_die_x_um=151.8
export IMPL_cts_resized=0
export IMPL_cp_required_ns=16.32
export IMPL_crit_path_start_kind="input port"
export IMPL_via_per_instance_ratio=6.586
export IMPL_relSlewSlack=0.3785
export IMPL_path_cells="clkdlybuf4s50_1 > buf_4 > inv_1 > nand2_1 > nor2_1 > nand4_1 > o41ai_1 > xnor2_1 > ha_1 > nand4_1 > nor4_1 > a22o_1 > a2111oi_0 > buf_4 > o41ai_1 > a21oi_1 > xnor2_1 > o21ai_0 > or4_1 > nor4_2 > clkdlybuf4s50_1"
export IMPL_worst_setup_path_end_kind="output pin"
export IMPL_yosysChipArea_mm2=0.008975
export IMPL_overall_fraction_of_global_route_tracks_in_use=0.3849
export IMPL_worst_slack_ns=5.727
export IMPL_number_of_i_o_pins=101
export IMPL_buffer_and_inverter_tally_for_the_worst_setup_path=5
export IMPL_layout_top_cell_excl_fill_tap="sky130_fd_sc_hd__ha_1"
export IMPL_post_place_ws_ns=5.936
export IMPL_post_drt_antenna_nets=0
export IMPL_layout_clock_buffers=0
export IMPL_max_stage_delay_ns=0.56
export IMPL_dpl_hpwl_um=33290
export IMPL_number_of_hold_buffers_added_after_cts=0
export IMPL_tool_warnings=101
export IMPL_worstPathArrival_ns=10.59
export IMPL_power_per_cell_area_mw_per_mm2=30.58
export IMPL_setup_viol=0
export IMPL_hold_path_class="in -> out"
export IMPL_starting_density_of_the_core=0.4100
export IMPL_layout_area_overhead_vs_synth_pct=13.13
export IMPL_fin_crit_sh=0.7193
export IMPL_ys_seq_frac=0
export IMPL_yosysWarningCount=1
export IMPL_number_of_max_cap_violations=0
export IMPL_die_size_y_um=151.8
export IMPL_startpoint="b[4]"
export IMPL_crit_cells=21
export IMPL_slowest_stage_cell_on_the_critical_path="sky130_fd_sc_hd__or4_1"
export IMPL_timing_setup_tns_ns=0
export IMPL_hold_path_startpoint="sign"
export IMPL_worst_slew_pin_slew_ns=0.9205
export IMPL_die_outline_area_mm2=0.02304
export IMPL_grt_overflow=0
export IMPL_drt_wl_total_um=42900
export IMPL_drive_above_1_share=0.07982
export IMPL_drc=0
export IMPL_post_synth_instance_area_mm2=0.008975
export IMPL_post_synth_cell_area_avg_um2=6.979
export IMPL_grt_antenna_before_repair=1
export IMPL_postSynthCellCount=1286
export IMPL_cp_max_fo=49
export IMPL_grt_first_pass_wirelength_um=63730
export IMPL_vias=10590
export IMPL_port_buffer_count=101
export IMPL_timing_final_hold_violations=0
export IMPL_finalWorstPathRequiredPeriod_ns=14.67
export IMPL_drtIter0Drc=1128
export IMPL_yosys_stat_cells=1286
export IMPL_fin_total_pwr_mw=0.3105
export IMPL_timing_setup_critical_path_class="in -> out"
export IMPL_finalHoldWorstSlack_ns=9.234
export IMPL_dr_pass1_iters=7
export IMPL_antenna_cells_inserted=0
export IMPL_cellLeakagePower_nw=4.224
export IMPL_power_ir_vdd_worst_v=0.00001991
export IMPL_sequential_cell_area_um2=0
export IMPL_largest_net_degree_at_the_start_of_global_routing=66
export IMPL_synth_cell_type_count=76
export IMPL_place_gp_congestion=1.084
export IMPL_n_sequential_cell=0
export IMPL_floorplan_core_area_mm2=0.02189
layer usage:
metal	wire length (um)	track usage
met1	18330	0.5660
met2	18200	0.5564
met3	4896	0.09740
met4	1455	0.1074
met5	12	0
worst min path at each step:
stage	end	slack, ns	cells after the start
CTS	result[1]	9.19	4
global route	result[1]	9.27	4
finish	result[1]	9.23	4
report_power, final:
part	switching (mW)	total [mW]	internal (mW)
Clock	0	0	0
Sequential	0	0	0
Combinational	0.189	0.310	0.122
final cells by class:
class                      instances  area [um^2]  share of cell area
inverter                          90        337.8             0.03327
multi-input combinational       1110         8279              0.8154
tap                              280        350.3             0.03450
timing repair buffer             128         1186              0.1168
kinds of logic after synthesis:
family                     after synthesis  synth area share
buffers and inverters                  176           0.07905
adders and majority gates              133            0.1863
muxes                                  109            0.1790
AOI/OAI and AO/OA                      409            0.2939
and+or+nand+nor                        411            0.2150
xor gates and xnor gates                48           0.04684
synth_stat cells (all sizes together) (18+ instances only):
cell type	number	area (um^2)
mux4	37	844.6
inv	89	334.1
ha	132	1652
mux2	20	225.2
o21ai	95	475.5
nand2b	18	112.6
a21oi	107	535.5
a211oi	24	180.2
buf	31	165.2
o211ai	22	165.2
nand3	31	155.2
nor4	18	118.9
mux2i	52	536.8
xnor2	41	359.1
clkbuf	55	206.5
nand2	129	484.2
nor3	23	115.1
nor2	119	446.7
through the flow:
step	std cells	instance area, um^2	utilization
3_3_place_gp	1608	10150	0.4638
3_5_place_dp	1608	10150	0.4638
6_report	1608	10150	0.4638
5_1_grt	1608	10150	0.4638
4_1_cts	1608	10150	0.4638
2_1_floorplan	1286	8975	-
