==> /design/flow/design.v <==
typedef struct packed {
	logic [2:0] funct3;
	logic	valid;
	logic		instruction_length;
	logic [4:0] rs1_index;
	logic [4:0] rs2_index;
	logic [4:0] rd_index;
	logic [1:0] alu_op1_src;	 
	logic alu_op2_src;	 
	logic [1:0] rd_select;	 
	logic sign;	 
	logic branch;		 
	logic branch_if_zero;	 
	logic jump;		 
	logic jalr;		 
	logic lui;	 
	logic auipc;	 
	logic u_type;	 
	logic rf_write_en;
	logic mem_write_en;
	logic [1:0] instruction_type;
	logic alloc_rob_entry;
	logic alloc_ldq_entry;
	logic alloc_stq_entry;
	logic fold;
	logic [1:0] op1_src;
	logic [1:0] op2_src;
} control_signal_bus;
module return_address_stack #(parameter XLEN=32, parameter STACK_SIZE=16) (
	input logic clk,
	input logic reset,
	input logic [XLEN-1:0] address_in,
	input logic push,
	input logic pop,
	input logic checkpoint,	 
	input logic restore_checkpoint,	 
	output logic [XLEN-1:0]	address_out,
	output logic		empty,
	output logic		full,
	output logic [STACK_SIZE-1:0][XLEN-1:0]		stack,
	output logic [$clog2(STACK_SIZE)-1:0]		stack_pointer,
	output logic [$clog2(STACK_SIZE)-1:0]		sp_checkpoint,
	output logic [$clog2(STACK_SIZE):0]		n_entries,	 
	output logic [$clog2(STACK_SIZE):0]		n_entries_cp	 
	);
	assign empty = (n_entries == 0);
	assign full = (n_entries == STACK_SIZE);
	logic [$clog2(STACK_SIZE)-1:0]	sp_next;
	assign sp_next = stack_pointer - 1;
	assign address_out = stack[sp_next];
	always_ff @(posedge clk) begin
		if (!reset) begin
			stack <= 0;
			stack_pointer <= 0;
			sp_checkpoint <= 0;
			n_entries <= 0;
			n_entries_cp <= 0;
		end else begin
			if (restore_checkpoint) begin
				stack_pointer <= sp_checkpoint;
				n_entries <= n_entries_cp;
			end else if (checkpoint) begin
				sp_checkpoint <= stack_pointer;
				n_entries_cp <= n_entries;
			end
			if (push && pop) begin
				stack[sp_next] <= address_in;
				n_entries <= empty ? n_entries + 1 : n_entries;
			end else if (pop) begin
				stack[sp_next] <= 0;
				stack_pointer <= sp_next;
				n_entries <= empty ? 0 : n_entries - 1;
			end else if (push) begin
				stack[stack_pointer] <= address_in;
				stack_pointer <= stack_pointer + 1;
				n_entries <= full ? STACK_SIZE : n_entries + 1;
			end
		end
	end
endmodule
module ras_control (
	input logic branch,	 
	input logic jump,	 
	input logic jalr,	 
	input logic jalr_fold,	 
	input logic flush,	 
	input logic [4:0] rs1_index,
	input logic [4:0] rd_index,
	output logic push,
	output logic pop,
	output logic checkpoint,
	output logic restore_checkpoint
);
	logic rd_index_match;
	logic rs1_index_match;
	assign rd_index_match = (rd_index == 1) || (rd_index == 5);
	assign rs1_index_match = (rs1_index == 1) || (rs1_index == 5);
	assign push = jump && rd_index_match;	 
	assign pop = jump && jalr && rs1_index_match && (	 
		!rd_index_match || (rd_index_match && rd_index != rs1_index)
	);
	assign checkpoint = !flush && (branch || (jump && jalr && !jalr_fold));
	assign restore_checkpoint = flush;
endmodule
==> /design/flow/run.sh <==
#!/bin/bash
# OpenROAD 26Q1-2900-gdf79404cd8, Yosys 0.63+post, stock flow scripts
make -C /OpenROAD-flow-scripts/flow DESIGN_CONFIG=/design/flow/config.mk WORK_HOME=/design/flow/orfs finish
==> /design/flow/config.mk <==
export PLATFORM = sky130hd
export DESIGN_NAME = return_address_stack
export DESIGN_NICKNAME = return_address_stack
export VERILOG_FILES = /design/flow/design.v
export SDC_FILE = /design/flow/constraint.sdc
export NUM_CORES = 4
export LEC_CHECK = 1
export CORE_UTILIZATION = 30
==> /design/flow/constraint.sdc <==
current_design return_address_stack

set clk_period 43.4
set clk_io_pct 0.2

create_clock -name clk0 -period $clk_period [get_ports {clk}]

set non_clock_inputs [all_inputs -no_clocks]
set_input_delay [expr $clk_period * $clk_io_pct] -clock clk0 $non_clock_inputs
set_output_delay [expr $clk_period * $clk_io_pct] -clock clk0 [all_outputs]
==> out/metrics.csv <==
metric;value;unit
Worst setup SP type;flop;
internal power;0.904;mW
Area Overhead vs Synth;35.7;%
clock-pin slew on the worst setup and hold paths;0.06;ns
CP Data Arrival Time;5.86;ns
maxcap violations;0;
main flop type;dfxtp_1;
clock root buffer master;clkbuf_16;
largest net degree at the start of global routing;65;
placement-stage cell area;0.0342;mm^2
depth of the most critical reg-to-reg path;16;
#FFs+latches synth;530;
hpwl dp;126000;um
critical path's slowest cell;ha_4;
RSZ-0062 raised after global routing;false;
share of the synthesized area in the top cell type;39.8;%
first-pass GRT wire length;232000;um
DR vias;29100;
Via density;6.46;
Post-synth EDFFs;0;
TritonCTS clock tree;yes;
Final Hold Vio Count;0;
cell count in the Yosys report;2789;
PD cells;37.6;mW/mm^2
Logic pwr share;22.3;%
tool warnings;31;
clock power share;38.3;%
placed cells;4379;
Synth cell types;87;
Layout Skew;0.0558;ns
vias in the first global route;27000;
switching part of the total;33.5;%
CTS Buf Count;58;
initial antenna violation count;20;
Slew headroom;16.5;%
Ports;602;
most common cell in the netlist;dfxtp_1;
status;complete, no violations;
Final GP Congestion;1.06;
clk ins delay skew pair;0.67;ns
post-cts gate resize count;0;
synth cell count leaders;530 x dfxtp_1, 265 x nand2_1, 224 x clkbuf_1;
CP most frequent cell;buf_4;
setup violators final;0;
share of cells above drive strength 1;14.5;%
grt ovf;0;
Pre-antenna DRT Iters;9;
Rows;108;
Critical Path RT;34.72;ns
Cell Chain, Critical Path;inv_1 -> buf_4 -> ha_4 -> buf_4 -> buf_4 -> buf_4 -> mux4_2 -> mux4_2 -> clkdlybuf4s50_1;
worst hold stages;2;
initial drt markers;3327;
Slew @ Worst Pin;1.25;ns
asr flop ratio synth;0;%
Mapped Cells;2789;
Final period util;33.5;%
antenna viol nets, final;0;
CP Class;flop to output port;
chip area;0.0901;mm^2
setup TNS;0;ns
Total Wirelength;171000;um
core area;0.0874;mm^2
I/O Buffers;601;
Finished Layout Cells;4501;
final number of max-transition violations;0;
mapped cell area;0.0267;mm^2
Hold Crit Class;flop to flop;
CTS H-tree lvls;2;
min Tclk post-route;14.54;ns
YS warnings;1;
critical path peak fanout;46;
chip width;300;um
fmax;68.8;MHz
Crit. End Element;output port;
syn avg cell area;9.56;um^2
DRC viols;0;
Sink Count;530;
yosys stat area;0.0267;mm^2
Post-CTS Setup Inserts;0;
sw power;0.456;mW
crit-path max cell delay;0.79;ns
cts-stage hold buffer count;0;
top cells by area;dfxtp_1 40%, mux4_2 14%, a22o_1 5.3%;
Clock Path Buffers;3;
register area share after synthesis;39.8;%
area leader, netlist;dfxtp_1;
GRT Total Usage;38.4;%
Leak;12.6;nW
Routed WL per cell;38.1;um
Hold Slack;0.475;ns
die height;300;um
Final Total Pwr;1.36;mW
Flop pwr share;39.3;%
Finished Cell Area;0.0362;mm^2
Max VDD drop;0.0000338;V
fp util;30.5;%
-- registers in the layout, summed over array words and instances (netlist names) --
name	flops
n_entries	5
n_entries_cp	5
stack_pointer	4
sp_checkpoint	4
stack	512
-- cells by family (layout without fill, tap and decap cells) --
group	after synthesis	after routing	share of synthesized area, %
multiplexers	169	169	13.9
buffers and inverters	360	904	5.53
AND-OR/OR-AND	961	961	27.1
other	0	13	0
XOR/XNOR	6	6	0.249
adder cells (fa/ha/maj)	10	10	0.469
flip-flops	530	530	39.8
AND/OR/NAND/NOR	753	753	12.9
-- stage by stage --
stage | util [%] | worst slack [ns]
floorplan | - | 31.24
global placement | 39.1 | 29.62
detailed placement | 39.1 | 29.57
CTS | 41.3 | 28.90
global route | 41.4 | 28.71
finish | 41.4 | 28.86
-- critical path, delay by kind of cell (launching register included) --
| kind | cells | cell delay (ns) |
|---|---|---|
| buffers and inverters | 6 | 2.66 |
| flip-flops | 1 | 0.53 |
| multiplexers | 2 | 1.14 |
| adder cells (fa/ha/maj) | 1 | 0.79 |
-- area by class of cell --
| type | count | area (um^2) |
|---|---|---|
| sequential | 530 | 10600 |
| antenna | 13 | 32.5 |
| clock inverter | 26 | 293 |
| tap | 1155 | 1450 |
| multi-input combinational | 1899 | 14800 |
| fill | 8390 | 51300 |
| clock buffer | 83 | 1680 |
| timing repair buffer | 762 | 7230 |
| inverter | 33 | 129 |
-- layout by cell type, fill, tap and decap left out, drive strengths merged, types with 8 or more instances in the layout --
cell type        n
a211oi          18
a21oi          139
a221o           34
a221oi          28
a22o           160
a22oi          129
a311oi          36
a31oi           35
a32o            43
a32oi           21
a41oi            8
and2            17
and3            28
buf            164
clkbuf          83
clkdlybuf4s50  598
clkinv          17
dfxtp          530
diode           13
ha              10
inv             34
mux4           160
nand2          266
nand2b           9
nand3          105
nand4           30
nor2           201
nor2b           27
nor3            39
nor4            12
o2111ai         18
o211a           41
o211ai          13
o21a             9
o21ai          117
o22ai           45
o2bb2ai         14
-- per-layer routing --
layer / track usage [%] / wire length [um] / share of wire [%]
met5: 4.34 / 547 / 0.32
met2: 54.4 / 71600 / 42
met4: 13.6 / 8580 / 5.0
met1: 49.6 / 63400 / 37
met3: 21.0 / 27400 / 16
-- power groups by stage --
stage | logic (mW) | registers [mW] | clock network [mW]
CTS | 0.293 | 0.532 | 0.524
global route | 0.311 | 0.535 | 0.542
finish | 0.303 | 0.535 | 0.521
-- path summary, 6_finish.rpt --
check | startpoint | slack, ns | end
worst max-delay path | stack_pointer[0] | 28.86 | address_out[1]
worst min register to register | n_entries_cp[1] | 0.48 | n_entries_cp[1]
worst max register to register | stack_pointer[0] | 36.19 | stack[105]
worst min-delay path | n_entries_cp[1] | 0.48 | n_entries_cp[1]
Power is estimated from default activity; no workload was simulated.
