### design.v
typedef struct packed {
	logic [2:0] funct3;
	logic	valid;
	logic		instruction_length;
	logic [4:0] rs1_index;
	logic [4:0] rs2_index;
	logic [4:0] rd_index;
	logic [1:0] alu_op1_src;	 
	logic alu_op2_src;	 
	logic [1:0] rd_select;	 
	logic sign;	 
	logic branch;		 
	logic branch_if_zero;	 
	logic jump;		 
	logic jalr;		 
	logic lui;	 
	logic auipc;	 
	logic u_type;	 
	logic rf_write_en;
	logic mem_write_en;
	logic [1:0] instruction_type;
	logic alloc_rob_entry;
	logic alloc_ldq_entry;
	logic alloc_stq_entry;
	logic fold;
	logic [1:0] op1_src;
	logic [1:0] op2_src;
} control_signal_bus;
module register_file #(parameter XLEN=32) (
	input logic clk,
	input logic reset,
	input logic [4:0]	rs1_index,
	input logic [4:0]	rs2_index,
	input logic [4:0]	rd_index,
	input logic [XLEN-1:0]	rd,
	input logic		write_en,
	output logic [XLEN-1:0]	rs1,
	output logic [XLEN-1:0]	rs2
);
	reg [31:0][XLEN-1:0]	registers;
	always_ff @(posedge clk) begin
		registers[0] <= 0;
		for (int i = 1; i < 32; i = i + 1) begin
			if (!reset)
				registers[i] <= 0;
			else
				if (i[4:0] == rd_index && write_en)
					registers[i] <= rd;
		end
	end
	assign rs1 = registers[rs1_index];
	assign rs2 = registers[rs2_index];
endmodule
module rf_rob_tag_table #(parameter ROB_TAG_WIDTH) (
	input logic clk,
	input logic reset,
	input logic [4:0]		rs1_index,
	input logic [4:0]		rs2_index,
	input logic			update_rob_tag_en,	 
	input logic [4:0]		update_rob_tag_index,	 
	input logic [ROB_TAG_WIDTH-1:0]	rob_tail,
	input logic			flush,
	input logic [ROB_TAG_WIDTH-1:0]	flush_start_tag,
	input logic [4:0]		rd_index,
	input logic [ROB_TAG_WIDTH-1:0]	rd_rob_index,	 
	input logic			write_en,
	output logic [ROB_TAG_WIDTH-1:0]	rs1_rob_tag,
	output logic				rs1_rob_tag_valid,
	output logic [ROB_TAG_WIDTH-1:0]	rs2_rob_tag,
	output logic				rs2_rob_tag_valid
);
	reg [31:0][ROB_TAG_WIDTH-1:0]	rob_tag;	 
	reg [31:0]			rob_tag_valid;	 
	always_ff @(posedge clk) begin
		rob_tag[0] <= 0;
		rob_tag_valid[0] <= 0;
		for (int i = 1; i < 32; i = i + 1) begin
			if (!reset || (flush && rob_tag_valid[i] && !($signed(rob_tag[i] - flush_start_tag) < 0))) begin
				rob_tag[i] <= 0;
				rob_tag_valid[i] <= 0;
			end else begin
				if (i[4:0] == update_rob_tag_index && update_rob_tag_en && !flush) begin
					rob_tag[i] <= rob_tail;
					rob_tag_valid[i] <= 1;
				end
				else if (i[4:0] == rd_index && write_en && rd_rob_index == rob_tag[i]) begin
					rob_tag[i] <= 0;
					rob_tag_valid[i] <= 0;	 
				end
			end
		end
	end
	assign rs1_rob_tag = rob_tag[rs1_index];
	assign rs1_rob_tag_valid = rob_tag_valid[rs1_index];
	assign rs2_rob_tag = rob_tag[rs2_index];
	assign rs2_rob_tag_valid = rob_tag_valid[rs2_index];
endmodule
### constraint.sdc
current_design register_file

set clk_period 7.8
set clk_io_pct 0.2

create_clock -name clk0 -period $clk_period [get_ports {clk}]

set non_clock_inputs [all_inputs -no_clocks]
set_input_delay [expr $clk_period * $clk_io_pct] -clock clk0 $non_clock_inputs
set_output_delay [expr $clk_period * $clk_io_pct] -clock clk0 [all_outputs]
### run.sh
#!/bin/bash
# OpenROAD 26Q1-2900-gdf79404cd8, Yosys 0.63+post, stock flow scripts
make -C /OpenROAD-flow-scripts/flow DESIGN_CONFIG=/design/flow/config.mk WORK_HOME=/design/flow/orfs finish
### config.mk
export PLATFORM = sky130hd
export DESIGN_NAME = register_file
export DESIGN_NICKNAME = register_file
export VERILOG_FILES = /design/flow/design.v
export SDC_FILE = /design/flow/constraint.sdc
export NUM_CORES = 4
export LEC_CHECK = 1
export CORE_UTILIZATION = 30
==> summary.txt <==
From the run reports.

- Per the cell usage report, the commonest logic cells after layout are nand2_1 (2145), dfxtp_1 (992), mux2i_1 (768), a21boi_0 (755), a22oi_1 (256).
- After clock tree synthesis, the clock-pin slew on the worst setup and hold paths is about 0.060 ns.
- The hold-critical path endpoint is registers[127].
- The deepest level of the CTS H-tree is 3.
- After layout, the minimum clock period comes to 6.56 ns.
- The starting DRC count in detailed routing reads 4945.
- The share of synthesized area in the top cell type comes to 0.368.
- The count of final max-slew check failures reads 0.
- At the later pin of the worst-skew pair, clock insertion delay measures 0.72 ns.
- The flip-flop count of the largest register after layout is 992.
- The highest achievable clock rate is roughly 150 MHz.
- The worst ir drop on vdd reads 0.173 mV.
- The initial antenna violation count was 10.
- In this run the static leakage power is 20.9 nW.
- The area growth from synthesis to layout reads 12.0%.
- The area enclosed by the die boundary reads between 150000 and 200000 µm².
- Port buffering added 113 buffers.
- Counting the buffers created by CTS gives 105.
- Clock skew on the completed layout was measured at 0 ns.
- The number of OpenROAD warnings is 31.
- The detailed-route DRC error count is 0.
- The cell count of the worst hold path is 2.
- The share of the core filled by cells before placement reads 0.302.
- The largest registers in the layout are registers: 992 flops.
- The worst register-to-register path has a depth of 2.
- The run finished with clean final reports.
- The instance count after placement with tap cells included is between 8000 and 9000.
- The post-CTS setup buffer count reads 0.
- The share of final-layout standard cells stronger than drive strength 1 reads 0.0863.
- The signal on the critical path passes through buf_4 > buf_4 > nor2_4 > buf_12 > a22oi_1 > a31oi_1 > nand3_1 > clkdlybuf4s50_1.
- The via count of the first global-routing pass is 46492.
- Setup repair after global routing left no endpoint under its margin.
- The number of ports placed on the die boundary is 114.
- Post-CTS repair ended up resizing 0 cells.
- The power density normalized to cell area is ~190 nW/µm².
- The core footprint is 178000 µm².
- The cell area after synthesis is 53900 µm².
- The horizontal die dimension reads about 430 µm.
- The reg-to-reg setup timing slack is 7.08 ns.
- The routed via count divided by cell count reads 5.53.
- More flip-flops sit in one register than any other, and that register is registers.
- The iteration count recorded for the first detailed-route pass is 7.
- The delay contributed by the slowest stage of the critical path reads 0.63 ns.
- The standard-cell row count reads 155.
- The final hold violation count is 0.
- The global-route usage over all layers reads 0.234.
- The critical-path maximum fanout reads 50.
- The predominant post-synthesis flop cell is dfxtp_1.
- The master of the slowest instance on the critical path reads nor2_4.
- The post-route setup TNS is 0 ns.
- The synthesized netlist cell count is roughly 6600.
- The yosys synthesis warning count is 1.
- The placement summary gives the final routability congestion estimate as 0.964.
- The maximum count of clock buffers along a single path reads 3.
- The nature of the critical path endpoint reads a primary output.
- The category of the worst setup path launch point is a primary input.
- The number of cells reported by Yosys stat comes to about 6600.
- The TritonCTS clock tree reads done.
- After the flow finishes, the layout carries non-filler instances totaling 8769.
- The number of distinct library cells after synthesis is 36.
- The yosys-reported design area after synthesis is 53900 µm².
- Clock tree synthesis selected as its root buffer the cell clkbuf_16.
- The most area-hungry cell type in the Yosys netlist reads dfxtp_1.
- The clock sink count reads 992.
- The worst hold margin reads 0.463 ns.
- Ranked by total cell area, the synthesized netlist is headed by dfxtp_1 (37%), nand2_1 (15%), mux2i_1 (14%).
- The class of the tightest hold or removal check is reg2reg.
- Yosys mapped a number of flops with a built-in enable equal to 0.
- The overall overflow remaining after global route reads 0.
- The count of antenna-violating nets left after detailed routing reads 0.
- The final routed wire length divided by cell count reads 24.2 µm.
- The overall die height reads 426 µm.
- The sequential-to-total area share from yosys stat is 0.368.
- Among the stages of the critical path, the cell type that occurs most often is buf_4.
- Per the synth log, the flip-flop and latch total comes to 992.
- The wire length of the first global-routing pass is 312000 µm.
- The origin of the critical flop-to-flop path reads registers[1020].
- By startpoint and endpoint, the worst setup path is classified as in2out.
- The pin count of the biggest net entering global routing is 188.
- For this block, the routed nets add up to 212000 µm of wire.
- The final timing summary puts the cycle share of the worst path at 0.841.
- The number of max-capacitance violations reported is 0.
- The final-report setup violation count reads 0.
- In this run, post-CTS hold repair placed 0 buffers.
- The async set or reset register ratio after synthesis reads 0.
- Averaged over all synthesized cells, the footprint is 8.19 µm².
- The data arrival time of the worst path reads about 5.0 ns.
- Looking at the max-slew report, the worst-margin pin has a slew of 0.881 ns.
- The worst max-slew margin expressed relative to the limit reads 0.411.
- The top cell type in the final layout, fill and taps aside, is nand2_1.
- Looking at the reg2reg group, the worst path ends at registers[1020].
- The number of vias in the routed layout is 48477.
- The data required time of the worst path is 6.24 ns.
- The sum of internal, switching and leakage power is 0.0117 W.
- The start point of the worst hold path is registers[127].
- The detailed placer's ending HPWL is 125000 µm.
cells by family (layout without fill, tap and decap cells):
logic type	Yosys count	after routing	share of synthesized area
simple gates	2536	2536	0.191
compound gates	1504	1504	0.204
flops	992	992	0.368
mux	896	896	0.183
buf+inv	652	483	0.0540
other cells	0	3	0
cell type report:
class                   count  area, µm²
diodes                      3       7.51
clock buffers             142       3080
clock inverters            43        494
fillers                 17923     118000
multi-input cells        4936      31400
flip-flops and latches    992      19900
well taps                2355       2950
repair buffers            298       2650
Yosys cell counts, types with 5 or more instances:
cell      number
nor4_4         5
nor2_1        17
dfxtp_1      992
a21boi_1     237
buf_1          5
nand2_1     2145
a221oi_1      64
clkbuf_1     372
a21oi_1      128
mux4_2        64
a22oi_1      256
buf_2        235
nor3_1        64
nor3_2        11
mux2_2        64
buf_4         35
mux2i_1      768
a21boi_0     755
nand3_1      192
a31oi_1       64
nor2b_1       74
buf_6          5
nand2b_1       5
worst max-delay path: cells and delay by family:
kind,cells,cell delay (ns)
compound gates,2,0.56
simple gates,2,1.11
buf+inv,4,1.68
worst max path at each step:
stage	slack, ns	start	end
4_1_cts	1.35	rs2_index[0]	rs2[15]
5_1_grt	1.09	rs2_index[0]	rs2[15]
6_report	1.24	rs2_index[0]	rs2[15]
metrics by stage:
stage,utilization,cell area (µm²),setup slack (ns)
after floorplan,-,53900,3.35
after global placement,0.318,56800,1.32
after detailed placement,0.318,56800,1.35
after CTS,0.338,60400,1.35
after global routing,0.338,60400,1.09
final,0.338,60400,1.24
metal layers:
| metal | vias to the layer above | share of wire | global-route usage |
|---|---|---|---|
| met1 | 23373 | 0.40 | 0.312 |
| li1 | 22107 | - | - |
| met4 | 6 | 0.060 | 0.119 |
| met2 | 2399 | 0.44 | 0.351 |
| met3 | 592 | 0.10 | 0.0656 |
| met5 | - | 0.00017 | 0 |
power by group:
part / leakage [nW] / switching [W] / internal, W / total [W]
clock network: 1.78 / 0.00224 / 0.00307 / 0.00531
registers: 8.00 / 0.0000270 / 0.00510 / 0.00513
logic: 11.1 / 0.000825 / 0.000447 / 0.00127
Power is estimated from default activity; no workload was simulated.
